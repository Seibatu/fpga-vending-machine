`/design/flow/run.sh`:
```
#!/bin/bash
# OpenROAD 26Q1-2900-gdf79404cd8, Yosys 0.63+post, stock flow scripts
make -C /OpenROAD-flow-scripts/flow DESIGN_CONFIG=/design/flow/config.mk WORK_HOME=/design/flow/orfs finish
```
`/design/flow/config.mk`:
```
export PLATFORM = sky130hd
export DESIGN_NAME = topModule
export DESIGN_NICKNAME = topModule
export VERILOG_FILES = /design/flow/design.v
export SDC_FILE = /design/flow/constraint.sdc
export NUM_CORES = 4
export LEC_CHECK = 1
export CORE_UTILIZATION = 50
```
`/design/flow/constraint.sdc`:
```
current_design topModule

set clk_period 5.3
set clk_io_pct 0.2

create_clock -name clk0 -period $clk_period [get_ports {CLK}]

set non_clock_inputs [all_inputs -no_clocks]
set_input_delay [expr $clk_period * $clk_io_pct] -clock clk0 $non_clock_inputs
set_output_delay [expr $clk_period * $clk_io_pct] -clock clk0 [all_outputs]
```
`/design/flow/design.v`:
```
`timescale 1ns / 1ps
module FSMVending (
    input CLK,  
    input slow_CLK,       
    input RST,            
    input [1:0] Coin_insert,  
    input C_A, S_A,       
    input BTN_sensor,
    output reg C_D, S_D,  
    output reg C_P, S_P,  
    output reg C_E,        
    output [7:0] seg_7_disp,  
    output [7:0] AN  
);
    segSevenDisplay price_display (
        .CLK(CLK),  
        .RST(RST),
        .candy_price(C_P),
        .soda_price(S_P),
        .candy_change_left(C_E),
        .seg_7_disp(seg_7_disp),
        .AN(AN)
    );
    localparam IDLE_st = 3'b000,
               CANDY_st = 3'b001,
               SODA_st = 3'b010,
               CANDY_CHANGE_st = 3'b011,
               ERROR_st = 3'b100;
    reg [2:0] state;          
    reg [2:0] Count;          
    always @ (posedge slow_CLK or posedge RST) begin
        if (RST) begin    
            state <= IDLE_st;    
            C_D <= 1'b0;    
            S_D <= 1'b0;    
            C_P <= 1'b0; 
            S_P <= 1'b0;
            C_E <= 1'b0;
            Count <= 0;   
        end
        else begin
            case (state )        
                IDLE_st : begin        
                    C_D <= 1'b0;    
                    S_D <= 1'b0;
                    C_P <= 1'b0;
                    S_P <= 1'b0;
                    C_E <= 1'b0;  
                    Count <= 0; 
                    if (BTN_sensor) begin                                         
                        if (Coin_insert == 2'b01) begin      
                            C_P <= 1'b1;                     
                            if (C_A && ~S_A)                        
                                state <= CANDY_st;
                            else if (S_A && ~C_A) begin         
                                C_P <= 1'b0;
                                state <= ERROR_st;            
                                end 
                            else begin 
                                C_P <= 1'b1;
                                state <= IDLE_st;    
                            end
                        end
                        else if (Coin_insert == 2'b10) begin        
                            S_P <= 1'b1;                       
                            if (S_A && ~C_A)               
                                state <= SODA_st;
                            else if (C_A && ~S_A) begin      
                                S_P <= 1'b0;
                                C_E <= 1'b1;
                                state <= CANDY_CHANGE_st;
                                end 
                            else begin 
                                S_P <= 1'b1;
                                state <= IDLE_st;
                            end 
                        end
                        else if (Coin_insert == 2'b00 && (S_A || C_A)) begin       
                            state <= ERROR_st;            
                        end   
                        else state <= IDLE_st;     
                   end        
                end
                CANDY_st : begin        
                    C_D <= 1'b1;                
                    S_D <= 1'b0;
                    C_E <= 1'b0;
                    if (Count == 5) begin        
                        C_D <= 1'b0;
                        state <= IDLE_st;   
                        Count <= 0;     
                    end  
                    else Count <= Count + 1;                                                         
                end
                SODA_st : begin
                    C_D <= 1'b0;
                    S_D <= 1'b1;        
                    C_E <= 1'b0;
                    if (Count == 5) begin        
                        S_D <= 1'b0;
                        state <= IDLE_st;   
                        Count <= 0;     
                    end  
                    else Count <= Count + 1; 
                end
                CANDY_CHANGE_st: begin
                    S_P <= 1'b0;  
                    C_P <= 1'b0;  
                    C_D <= 1'b1;  
                    C_E <= 1'b1;  
                    if (Count == 5) begin
                        C_D <= 1'b0;
                        state <= IDLE_st;
                        Count <= 0;
                    end 
                    else Count <= Count + 1;
                end
                ERROR_st : begin            
                    C_D <= 1'b0;            
                    S_D <= 1'b0;            
                    C_E <= 1'b0;
                    C_P <= 1'b0;  
                    S_P <= 1'b0;  
                    if (Count == 5) begin        
                        state <= IDLE_st;   
                        Count <= 0;     
                    end 
                    else Count <= Count + 1;                                       
                end
                default : state <= IDLE_st;
            endcase
        end
    end
endmodule
`timescale 1ns / 1ps
module clkDiv
  #(parameter N = 10_000_000)  
    (
    input CLK,
    input RST,
    output reg slow_CLK
);
reg [$clog2(N/2)-1:0] tmp_count;  
always @ (posedge CLK or posedge RST) begin
    if (RST) begin 
        tmp_count <= 0;
        slow_CLK <= 0;
    end 
    else if (tmp_count == ((N/2) - 1)) begin   
        slow_CLK <= ~slow_CLK;        
        tmp_count <= 0;    
    end 
    else 
        tmp_count <= tmp_count + 1;
end
endmodule  
`timescale 1ns / 1ps
module segSevenDisplay(
    input CLK, RST,
    input candy_price, soda_price, candy_change_left,
    output reg [7:0] seg_7_disp,  
    output reg [7:0] AN  
);
    reg [16:0] display_count;
    reg [2:0] digit_to_pick;
    reg [3:0] current_digit;
    reg decimal_enable; 
    reg [15:0] number;  
    always @(posedge CLK or posedge RST) begin 
        if (RST) begin 
            display_count <= 0;
            digit_to_pick <= 0;
        end 
        else begin 
            if (display_count == (100_000 - 1)) begin   
                digit_to_pick <= digit_to_pick + 1;  
                display_count <= 0;
            end 
            else display_count <= display_count + 1;
        end 
    end 
    always @(*) begin
        case (digit_to_pick)
            3'b000: AN = 8'b1111_1110;   
            3'b001: AN = 8'b1111_1101;   
            3'b010: AN = 8'b1111_1011;   
            default: AN = 8'b1111_1111;  
        endcase
    end
    always @ (*) begin
        if (candy_price) 
            number = 16'b0000_0000_0010_0101;   
        else if (soda_price) 
            number = 16'b0000_0000_0101_0000;   
        else if (candy_change_left) 
            number = 16'b0000_0000_0010_0101;   
        else  
            number = 16'b0000_0000_0000_0000;   
        case (digit_to_pick)
            3'b000: begin 
                current_digit = number[3:0];    
                decimal_enable = 1'b0;
            end 
            3'b001: begin 
                current_digit = number[7:4];    
                decimal_enable = 1'b0;
            end 
            3'b010: begin 
                current_digit = number[11:8];   
                decimal_enable = 1'b1;
            end 
            default: begin 
                current_digit = 4'h0;
                decimal_enable = 1'b0;
            end 
        endcase
    end
    always @ (*) begin 
        case (current_digit)
            4'h0 : begin 
                seg_7_disp = decimal_enable ? 8'b0100_0000: 8'b1100_0000; 
                end 
            4'h2 : seg_7_disp = 8'b1010_0100;  
            4'h5 : seg_7_disp = 8'b10010010;  
            default: seg_7_disp = 8'b1111_1111;  
        endcase
    end
endmodule
`timescale 1ns / 1ps
module topModule(
    input CLK,            
    input RST,            
    input [3:0] SW,       
    input BTN_sensor,
    output [1:0] LEDS,    
    output [7:0] seg_7_disp,  
    output [7:0] AN   
);
    wire slow_CLK;
    clkDiv clk_divider (
        .CLK(CLK),        
        .RST(RST),        
        .slow_CLK(slow_CLK)  
    );
    FSMVending fsm_vend (
        .CLK(CLK),  
        .slow_CLK(slow_CLK),   
        .RST(RST),             
        .Coin_insert(SW[1:0]),  
        .C_A(SW[2]),          
        .S_A(SW[3]),          
        .BTN_sensor(BTN_sensor),
        .C_D(LEDS[0]),        
        .S_D(LEDS[1]),        
        .seg_7_disp(seg_7_disp),  
        .AN(AN)               
    );
endmodule
```
==> flow_metrics.py <==
# Auto-generated metrics
metrics = {
    "flow_run": {
        "maxCapViolCount": 0,
        "warnings": 32,
    },
    "synth": {
        "ys_top_logic_family": "simple AND/OR/NAND/NOR gates",
        "synth.distinct_cells": 52,
        "yosys.area_share.aoi": 0.0780,
        "fa_ha_area_frac": 0.0457,
        "synth_flops": 57,
        "ys_sh_xor": 0.0984,
        "edf_count": 0,
        "postSynthSeqShare": 0.474,
        "synth_area_per_cell_um2": 10.3,
        "ys_sh_simple": 0.249,
        "synth_cells": 293,
        "async_flop_share": 1.00,
        "ys.warnings.count": 3,
        "yosysTopAreaCellShare": 0.465,
        "ys_cells": 293,
        "top_area_cell": "dfrtp_1",
        "topCellsByArea": "dfrtp_1 46%, xnor2_1 7.3%, ha_1 4.6%, nor2_1 3.5%, buf_4 2.7%",
        "synthMuxAreaShare": 0.00374,
        "synth_area_um2": 3010,
        "ys_area_um2": 3010,
        "ff_type": "dfrtp_1",
    },
    "placement": {
        "placed_cells": 375,
        "placed_area_um2": 3220,
        "gp_congestion": 0.816,
        "dpl.hpwl_um": 3490,
        "portBuffers": 19,
    },
    "worst_setup_path": {
        "reg2reg_from": "fsm_vend.price_display.display_count[0]",
        "r2r_cells": 5,
        "critPathRequiredTime_ns": 4.24,
        "timing.rr.end": "fsm_vend.price_display.digit_to_pick[1]",
        "critPathCaptureType": "output pin",
        "worstSetupPathType": "reg -> out",
        "path_max_fanout": 4,
        "startpoint": "fsm_vend.price_display.digit_to_pick[1]",
        "critical_path.cell_chain": "inv_1 -> ha_1 -> nand3b_1 -> a21o_1 -> ha_1 -> a211o_1 -> clkdlybuf4s50_1",
        "reg2reg_slack_ns": 3.38,
        "slowest_delay_ns": 0.41,
        "crit_cells": 7,
        "path_buffers": 2,
        "cpMostUsedCell": "ha_1",
        "endpoint": "seg_7_disp[7]",
        "cp-start-kind": "flip-flop",
        "critPathSlowestCell": "dfrtp_1",
        "arrival_ns": 2.23,
        "crit_family": "adder cells",
    },
    "global_routing": {
        "grt_pass1_wl_um": 9360,
        "grt-ovfl-total": 0,
        "grt_pass1_vias": 2064,
        "antenna_found_initial": 0,
        "grtUsageTotal": 0.191,
        "grt_start_max_net_pins": 58,
    },
    "detailed_routing": {
        "wirelength_um": 5000,
        "diodes": 0,
        "wl_per_cell_um": 13.0,
        "via_count": 2054,
        "drtIter0Drc": 79,
        "drc": 0,
        "dr.pass1.iters": 4,
        "via_per_inst": 5.36,
        "ant_nets": 0,
    },
    "timing": {
        "unclocked_pins": 13,
        "finalSetupViolCount": 0,
        "setup_tns_ns": 0,
        "clock_skew_ns": 0.00863,
        "fin_crit_sh": 0.621,
        "fmax_mhz": 304,
        "untimed_endpoints": 15,
        "slew_violations": 0,
        "rsz0062_at_grt": "no",
        "maxSlewHeadroom": 0.532,
        "hold_ws_ns": 0.495,
        "max_slew.worst_pin.slew_ns": 0.702,
        "period_minus_slack_ns": 3.29,
        "hold_viol": 0,
    },
    "clocking": {
        "cts_tree": "yes",
        "post_cts_resized": 0,
        "numCtsBuffers": 5,
        "hold_buffers": 0,
        "post_cts_buffers": 0,
        "clk_latency_ns": 0.30,
        "cts_root_buf": "clkbuf_8",
        "clkSlewWorstSetupHoldPaths_ns": 0.08,
        "h-tree-depth": 2,
        "clk_path_buf_depth": 2,
    },
    "floorplan": {
        "fp-row-count": 27,
        "floorplan.core_util": 0.534,
        "dieArea_um2": 6340,
        "io-pin-count": 25,
        "core_um2": 5640,
        "die_y_um": 79.6,
        "die_x_um": 79.6,
    },
    "cells_and_area": {
        "layout_top_cell": "dfrtp_1",
        "layout-drive-gt1-share": 0.0740,
        "final_cells": 383,
        "fin_area_um2": 3330,
        "area_growth_pct": 10.6,
        "lay_top_cells": "56 x dfrtp_1, 28 x nor2_1, 25 x xnor2_1, 22 x nand2_1, 19 x clkdlybuf4s50_1",
    },
    "run_status": {
        "outcome": "finished clean",
    },
    "hold_path": {
        "hp-class": "reg -> reg",
        "hold_depth": 1,
    },
    "pwr": {
        "max-vdd-ir-drop_v": 0.000141,
        "power_density_nw_per_um2": 184,
        "leakagePower_uw": 0.00149,
    },
}
[stage by stage]
stage                util  setup WS, ns  total power (µW)
floorplan               -          2.84               357
global placement    0.571          2.38               364
detailed placement  0.571          2.32               364
CTS                 0.591          1.99               625
global route        0.591          1.86               641
finish              0.591          2.01               613
[cell usage after synthesis, types with 2 or more instances]
master / n
nor3_1: 9
dfrtp_1: 56
inv_1: 15
nor4_1: 3
ha_1: 11
nor4b_1: 3
nor4_4: 2
a211oi_1: 3
o32a_1: 2
and2_1: 2
a22o_1: 2
nand3b_1: 6
xor2_1: 7
nand4_1: 12
nand3_1: 12
o22ai_1: 3
nand4_2: 2
nor2_1: 28
nor2b_1: 4
clkbuf_1: 2
xnor2_1: 25
nand2b_1: 4
and3_1: 2
a21o_1: 3
buf_4: 11
nand2_1: 22
a21oi_1: 5
o21ai_0: 10
and4_1: 4
[report_power, final]
part,switching [µW],internal [µW]
combinational,14.2,7.25
clock,117,140
sequential,0,335
total,131,482
[worst register-to-register path: stages (launching register included)]
cell	delay, ns
dfrtp_1	0.41
ha_1	0.22
and4_1	0.37
nand3_1	0.19
nor2_4	0.27
mux2_1	0.35
[final cells by class]
| type | count | area [µm²] |
|---|---|---|
| clock buffer | 5 | 68.8 |
| multi-input combinational | 211 | 1450 |
| tap | 72 | 90.1 |
| inverter | 15 | 56.3 |
| sequential | 57 | 1430 |
| timing repair buffer | 20 | 198 |
| fill | 467 | 2310 |
| clock inverter | 3 | 42.5 |
[cells by family after synthesis]
logic type,Yosys count
buf+inv,29
compound gates,35
flops,57
simple gates,126
xor+xnor,33
mux,1
other cells,1
fa+ha+maj,11
[state kept, by name, summed over array words and instances (netlist names)]
register and flops:
clk_divider.slow_CLK 1, fsm_vend.C_P 1, fsm_vend.state 5, fsm_vend.C_D 1, fsm_vend.S_D 1, fsm_vend.Count 3, clk_divider.tmp_count 23, fsm_vend.price_display.display_count 17
fsm_vend.C_E 1, fsm_vend.price_display.digit_to_pick 3, fsm_vend.S_P 1
[metal layers]
| layer | up-vias | global-route usage | part of all wire | wire, µm |
|---|---|---|---|---|
| met3 | 5 | 0.0267 | 0.026 | 129 |
| met2 | 26 | 0.294 | 0.43 | 2140 |
| met5 | - | 0 | 0 | 0 |
| met1 | 967 | 0.314 | 0.54 | 2680 |
| met4 | 0 | 0.0164 | 0.0082 | 41 |
| li1 | 1056 | - | - | - |
[worst min path at each step]
stage	start	to	slack, ns
CTS	fsm_vend.price_display.display_count[16]	fsm_vend.price_display.display_count[16]	0.49
finish	fsm_vend.price_display.display_count[16]	fsm_vend.price_display.display_count[16]	0.49
global route	fsm_vend.price_display.display_count[16]	fsm_vend.price_display.display_count[16]	0.53
No activity file was given, so power comes from the tool's default toggle rates.
